==> flow/design.v <==
`timescale 1ns/1ns
module IDStageReg(rst, clk, freeze, flush, S_UpdateSigIn, branchIn, memWriteEnIn, memReadEnIn,
 WB_EN_IN, exeCMDIn, res1In, res2In, PCIn, signedImm24In, DestIn, isImmidiateIn, shiftOperandIn, carryIn,
  S_UpdateSig, branch, memWriteEn, memReadEn, WB_EN, exeCMD, res1, res2, PC, signedImm24, Dest,
   isImmidiate, shiftOperand, carry);
  input clk, rst, freeze, flush;
  input S_UpdateSigIn, branchIn, memWriteEnIn, memReadEnIn, WB_EN_IN;
  input[3:0] exeCMDIn;
  input[31:0] res1In, res2In;
  input[31:0] PCIn;
  input[23:0] signedImm24In;
  input[3:0] DestIn;
  input isImmidiateIn;
  input[11:0] shiftOperandIn;
  input carryIn;
  output reg S_UpdateSig, branch, memWriteEn, memReadEn, WB_EN;
  output reg[3:0] exeCMD;
  output reg[31:0] res1, res2;
  output reg[31:0] PC;
  output reg[23:0] signedImm24;
  output reg[3:0] Dest;
  output reg isImmidiate;
  output reg[11:0] shiftOperand;
  output reg carry;
  always@(posedge clk, posedge rst) begin
    if(rst) begin
        {S_UpdateSig, branch, memWriteEn, memReadEn, WB_EN, exeCMD, res1, res2, PC, signedImm24, Dest,
        isImmidiate, shiftOperand} <= 0;
    end
    else if(flush) begin
        {S_UpdateSig, branch, memWriteEn, memReadEn, WB_EN, exeCMD, res1, res2, PC, signedImm24, Dest,
        isImmidiate, shiftOperand} <= 0;
    end
    else if(freeze == 1'b0) begin
        S_UpdateSig  <= S_UpdateSigIn;
        branch       <= branchIn;
        memWriteEn   <= memWriteEnIn;
        memReadEn    <= memReadEnIn;
        WB_EN  <= WB_EN_IN;
        exeCMD       <= exeCMDIn;
        res1         <= res1In;
        res2         <= res2In;
        PC           <= PCIn;
        signedImm24  <= signedImm24In;
        Dest          <= DestIn;
        isImmidiate  <= isImmidiateIn;
        shiftOperand <= shiftOperandIn;
        carry        <= carryIn;
    end
  end
endmodule
==> flow/run.sh <==
#!/bin/bash
# OpenROAD 26Q1-2900-gdf79404cd8, Yosys 0.63+post, stock flow scripts
make -C /OpenROAD-flow-scripts/flow DESIGN_CONFIG=/design/flow/config.mk WORK_HOME=/design/flow/orfs finish
==> flow/config.mk <==
export PLATFORM = sky130hd
export DESIGN_NAME = IDStageReg
export DESIGN_NICKNAME = IDStageReg
export VERILOG_FILES = /design/flow/design.v
export SDC_FILE = /design/flow/constraint.sdc
export NUM_CORES = 4
export LEC_CHECK = 1
export CORE_UTILIZATION = 40
==> flow/constraint.sdc <==
current_design IDStageReg

set clk_period 1.4
set clk_io_pct 0.2

create_clock -name clk0 -period $clk_period [get_ports {clk}]

set non_clock_inputs [all_inputs -no_clocks]
set_input_delay [expr $clk_period * $clk_io_pct] -clock clk0 $non_clock_inputs
set_output_delay [expr $clk_period * $clk_io_pct] -clock clk0 [all_outputs]
==> results.cfg <==
; implementation run metrics
[synth]
synthXorXnorAreaFrac_pct = 0
synth_flop_count = 147
yosysWarningCount = 1
synth_seq_share_pct = 60.6
synthMuxAreaShare_pct = 24.0
top_area_cell = dfrtp_1
synth_cell_types = 11
netlist_top_cells_count = dfrtp_1 (146), mux2i_1 (146), nor2_1 (146)
logic_family = multiplexers
ys_sh_adder_pct = 0
yosys-stat-cells = 474
syn_avg_cell_area_sq_um = 12.8
synthCells = 474
edf_count = 1
ys_sh_aoi_pct = 0
area_leaders = dfrtp_1 (60%), mux2i_1 (24%), nor2_1 (9.0%)
yosysTopAreaCellShare_pct = 60.1
yosysChipArea_sq_mm = 0.00608
ys_sh_simple_pct = 9.10
ys_async_sr_fraction_pct = 99.3
ff_type = dfrtp_1
synth_area_sq_mm = 0.00608

[final_timing]
max_freq_mhz = 743
period_minus_slack_ns = 1.35
maxSlewViolCount = 0
rsz0062_at_grt = no
tightest_slew_ns = 0.343
setup_viol = 0
slew_headroom_pct = 77.2
setup_slack_ns = 0.0536
finalCritPeriodShare_pct = 96.2
hold_violations = 0
skew_ns = 0
hold_ws_ns = 0.254

[power_and_ir_drop]
leakage_nw = 5.16
p_per_area_mw_per_mm2 = 1070
ir_drop_uv = 771

[routing]
wl_per_cell_um = 16.7
postRouteAntennaNets = 0
num_antenna_cells = 0
drt_pass1_iterations = 26
routed_wl_um = 16300
vias = 4562
drt-initial-drc-count = 231
routed_via_density = 4.67
drc_errors = 0

[clock_network]
cts_root_buf = clkbuf_16
cts_tree = built
holdBufCountCts = 0
cts.sinks = 147
cts_buffers = 17
h-tree-depth = 4
clkTransAtPathRegs_ns = 0.05
clk_latency_ns = 0.41
clk_path_buf_depth = 2

[grt]
grt_pass1_wl_um = 26300
grt_pass1_vias = 4754
grt_overflow_total = 0
antenna_found_initial = 1
grt_max_degree = 78
grt.total_usage_pct = 22.6

[hold_path]
min_path_type = primary input to flip-flop

[critical_path]
cp_num_buf_inv = 1
critical-path-top-delay-family = flip-flops
cp_max_fo = 2
max_stage_delay_ns = 0.39
path_cells = dlygate4sd2_1
crit_type = flip-flop to output port
cp.required_ns = 1.12
arrival_ns = 1.07
slowest_stage = dfrtp_1
end_kind = output port
cp-start-kind = flip-flop

[floorplanning]
die_w_um = 125
rows = 44
die-area_sq_mm = 0.0157
fp_util_pct = 41.3
core_area_sq_mm = 0.0147
dieHeight_um = 125
boundaryPins = 298

[flow_run]
drv_cap = 0
openroad.warnings = 27

[outcome]
status = complete, no violations

[placement]
port_buffers = 297
pre_cts_slack_ns = -0.0418
place.gp.congestion = 0.813
dp_hpwl_um = 11700

[finish]
area_growth_pct = 57.0
fill_cells = 1141
layout-drive-gt1-share_pct = 6.69
==> power breakdown <==
| group | total, mW | switching, mW | internal (mW) |
|---|---|---|---|
| clock network | 4.15 | 1.60 | 2.55 |
| registers | 4.61 | 0.114 | 4.49 |
| logic | 1.43 | 0.527 | 0.900 |
==> timing repair <==
item	in CTS	in global routing
buffers inserted	12	0
setup endpoints to repair	147	0
resized	147	0
==> final timing paths <==
path	from	cells past startpoint	slack (ns)	endpoint
max reg2reg	res2[23]	3	0.58	res2[23]
min reg2reg	res2[10]	2	0.51	res2[10]
max	res1[30]	1	0.05	res1[30]
min	flush	2	0.25	carry
min in group asynchronous	rst	3	0.45	exeCMD[3]
max in group asynchronous	rst	3	0.65	res2[20]
==> layout make-up <==
| type | count | area [sq um] | share of cell area (%) |
|---|---|---|---|
| Tap cell | 184 | 230 | 2.41 |
| Clock inverter | 6 | 55.1 | 0.577 |
| Clock buffer | 24 | 482 | 5.05 |
| Multi-Input combinational cell | 293 | 2010 | 21.1 |
| Timing Repair Buffer | 321 | 3070 | 32.2 |
| Sequential cell | 147 | 3680 | 38.6 |
| Inverter | 1 | 7.51 | 0.0787 |
==> sequential cells by signal, indices dropped and copies added (netlist names) <==
register,cells
shiftOperand,12
PC,32
isImmidiate,1
Dest,4
signedImm24,24
res1,32
WB_EN,1
carry,1
memReadEn,1
exeCMD,4
branch,1
res2,32
S_UpdateSig,1
memWriteEn,1
==> cells in the final DEF (no fill, tap or decap) <==
cell	count
dfrtp_1	146
buf_12	8
nor2_1	146
clkdlybuf4s50_1	148
dlygate4sd2_1	147
edfxtp_1	1
clkbuf_1	4
buf_6	1
clkinv_2	5
clkbuf_8	3
clkinvlp_4	1
nor3_1	1
mux2i_1	146
buf_4	17
bufinv_16	1
clkbuf_16	17
==> metrics by stage <==
step | utilization, % | TNS (ns) | total power [mW] | cells | cell area [sq um]
after floorplan | - | -104.10 | 5.26 | 474 | 6080
after global placement | 61.9 | -0.0679 | 6.26 | 934 | 9100
after CTS | 64.9 | 0 | 10.3 | 976 | 9540
after detailed placement | 61.9 | -0.0418 | 6.27 | 934 | 9100
after global routing | 64.9 | 0 | 10.7 | 976 | 9540
final | 64.9 | 0 | 10.2 | 976 | 9540
==> worst reg2reg max path: stages, from the launching register on <==
cell     delay (ns)
dfrtp_1        0.38
buf_4          0.13
mux2i_1        0.13
nor2_1         0.05
==> logic make-up after synthesis <==
| logic type | count (synthesis) |
|---|---|
| simple gates | 147 |
| mux | 146 |
| buf+inv | 34 |
| flops | 147 |
==> routing by layer <==
| metal | vias up | part of all wire [%] | global-route usage (%) |
|---|---|---|---|
| li1 | 2176 | - | - |
| met1 | 2175 | 41 | 33.3 |
| met2 | 199 | 47 | 34.2 |
| met3 | 12 | 11 | 8.42 |
| met4 | 0 | 1.4 | 3.66 |
| met5 | - | 0 | 0 |
Power figures rest on the tool's default switching activity, not on a simulated workload.
