## run.sh

```bash
#!/bin/bash
# OpenROAD 26Q1-2900-gdf79404cd8, Yosys 0.63+post, stock flow scripts
make -C /OpenROAD-flow-scripts/flow DESIGN_CONFIG=/design/flow/config.mk WORK_HOME=/design/flow/orfs finish
```

## config.mk

```make
export PLATFORM = sky130hd
export DESIGN_NAME = IDStage
export DESIGN_NICKNAME = IDStage
export VERILOG_FILES = /design/flow/design.v
export SDC_FILE = /design/flow/constraint.sdc
export NUM_CORES = 4
export LEC_CHECK = 1
export CORE_UTILIZATION = 30
```

## constraint.sdc

```tcl
current_design IDStage

set clk_period 11.5
set clk_io_pct 0.2

create_clock -name clk0 -period $clk_period [get_ports {clk}]

set non_clock_inputs [all_inputs -no_clocks]
set_input_delay [expr $clk_period * $clk_io_pct] -clock clk0 $non_clock_inputs
set_output_delay [expr $clk_period * $clk_io_pct] -clock clk0 [all_outputs]
```

## design.v

```verilog
`timescale 1ns/1ns
module ConditionCheck(cond, statusReg, conditionOut);
input[3:0] cond;
input[3:0] statusReg;
output reg conditionOut;
wire N, Z, C, V;
assign {N, Z, C, V} = statusReg;
always @(*)
    case(cond)
        4'b0000: conditionOut <= Z  ;
        4'b0001: conditionOut <= !Z ;
        4'b0010: conditionOut <= C  ;
        4'b0011: conditionOut <= !C ;
        4'b0100: conditionOut <= N  ;
        4'b0101: conditionOut <= !N ;
        4'b0110: conditionOut <= V  ;   
        4'b0111: conditionOut <= !V ;
        4'b1000: conditionOut <= C && !Z ;
        4'b1001: conditionOut <= !C || Z ;
        4'b1010: conditionOut <= N==V ;
        4'b1011: conditionOut <= N!=V ;
        4'b1100: conditionOut <= !Z && (N==V) ;
        4'b1101: conditionOut <= Z || N!=V ;
        4'b1110: conditionOut <= 1 ;
	default:
		conditionOut <= 1'bz ;
    endcase
endmodule
`timescale 1ns/1ns
module ControlUnit(mode, opcode, S, S_UpdateSig, branch, exeCMD, memWriteEn, memReadEn, WB_EN);
    input[1:0] mode;
    input[3:0] opcode;
    input S;
    output reg[3:0] exeCMD;
    output reg S_UpdateSig, branch, memWriteEn, memReadEn, WB_EN;
    always@(*) begin
        case(mode)
            2'b00: begin
                {exeCMD, S_UpdateSig, branch, memWriteEn, memReadEn, WB_EN} =
                (opcode == 4'b1101) ? {4'b0001, S   , 1'b0, 1'b0, 1'b0, 1'b1} :
                (opcode == 4'b1111) ? {4'b1001, S   , 1'b0, 1'b0, 1'b0, 1'b1} :
                (opcode == 4'b0100) ? {4'b0010, S   , 1'b0, 1'b0, 1'b0, 1'b1} :
                (opcode == 4'b0101) ? {4'b0011, S   , 1'b0, 1'b0, 1'b0, 1'b1} :
                (opcode == 4'b0010) ? {4'b0100, S   , 1'b0, 1'b0, 1'b0, 1'b1} :
                (opcode == 4'b0110) ? {4'b0101, S   , 1'b0, 1'b0, 1'b0, 1'b1} :
                (opcode == 4'b0000) ? {4'b0110, S   , 1'b0, 1'b0, 1'b0, 1'b1} :
                (opcode == 4'b1100) ? {4'b0111, S   , 1'b0, 1'b0, 1'b0, 1'b1} :
                (opcode == 4'b0001) ? {4'b1000, S   , 1'b0, 1'b0, 1'b0, 1'b1} :
                (opcode == 4'b1010) ? {4'b0100, 1'b1, 1'b0, 1'b0, 1'b0, 1'b0} :
                (opcode == 4'b1000) ? {4'b0110, 1'b1, 1'b0, 1'b0, 1'b0, 1'b0} : 10'bz;
            end
            2'b01: begin
                {exeCMD, S_UpdateSig, branch, memWriteEn, memReadEn, WB_EN} =
                (S == 1'b1) ? {4'b0010, 1'b0, 1'b0, 1'b0, 1'b1, 1'b1} :
                (S == 1'b0) ? {4'b0010, 1'b0, 1'b0, 1'b1, 1'b0, 1'b0} : 10'bz;
            end
            2'b10: begin
                {exeCMD, S_UpdateSig, branch, memWriteEn, memReadEn, WB_EN} =
                {4'b0000, 1'b0, 1'b1, 1'b0, 1'b0, 1'b0};
            end
        default
            {exeCMD, S_UpdateSig, branch, memWriteEn, memReadEn, WB_EN} <= 10'bz;
        endcase
    end
endmodule
`timescale 1ns/1ns
module IDStage(rst, clk, flush, PCIn, instructionReg, WB_EN_IN, destWB, valueWB, hazard, statusReg,
  S_UpdateSig, branch, memWriteEn, memReadEn, WB_EN, exeCMD, res1, res2, PC, signedImm24, Dest, isImmidiate, shiftOperand, two_src, src1, src2);
  input rst, clk, flush, hazard;
  input[31:0] PCIn, instructionReg;
  input WB_EN_IN;
  input[3:0] destWB, statusReg;
  input[31:0] valueWB;
  output S_UpdateSig, branch, memWriteEn, memReadEn, WB_EN;
  output[3:0] exeCMD;
  output[31:0] res1, res2;
  output[31:0] PC;
  output[23:0] signedImm24;
  output[3:0] Dest;
  output isImmidiate;
  output [11:0]shiftOperand;
  output two_src;
  output [3:0] src1, src2;
  wire S_UpdateSig_internal, branch_internal, memWriteEn_internal, memReadEn_internal, WB_EN_internal;
  wire[3:0] exeCMD_internal;
  wire conditionOut;
  wire[1:0] mode;
  wire[3:0] opcode, cond;
  wire S;
  wire[3:0] R_m;
  wire zeroSignalsEn;
  assign PC = PCIn;
  assign cond = instructionReg[31:28];
  assign src1 = instructionReg[19:16];
  assign mode = instructionReg[27:26];
  assign isImmidiate = instructionReg[25];
  assign opcode = instructionReg[24:21];
  assign S = instructionReg[20];
  assign Dest = instructionReg[15:12];
  assign shiftOperand = instructionReg[11:0];
  assign R_m = instructionReg[3:0];
  assign zeroSignalsEn = hazard || !conditionOut;
  assign signedImm24 = instructionReg[23:0];
  assign two_src = ~instructionReg[25] | memWriteEn_internal;
  MUX2to1#(4) mux1(R_m, Dest, memWriteEn_internal, src2);
  RegisterFile registerFile(rst, clk, src1, src2, res1, res2, WB_EN_IN, destWB, valueWB);
  ControlUnit cu(mode, opcode, S, S_UpdateSig_internal, branch_internal, exeCMD_internal, memWriteEn_internal, memReadEn_internal, WB_EN_internal);
  ConditionCheck conditionCheck(cond, statusReg, conditionOut);
  MUX2to1#(9) mux2({S_UpdateSig_internal, branch_internal, exeCMD_internal, memWriteEn_internal, memReadEn_internal, WB_EN_internal}, 9'b0, zeroSignalsEn,
                  {S_UpdateSig, branch, exeCMD, memWriteEn, memReadEn, WB_EN});
endmodule
`timescale 1ns/1ns
module MUX2to1(in1, in2, sel, out);
  parameter Length = 32;
  input[Length-1:0] in1, in2;
  input sel;
  output[Length-1:0] out;
  assign out = (sel==1'b0) ? in1 : in2;
endmodule
`timescale 1ns/1ns
module RegisterFile(rst, clk, src1, src2, res1, res2, WB_EN, destWB, valueWB);
  input rst, clk, WB_EN;
  input[3:0] src1, src2, destWB;
  input[31:0] valueWB;
  output[31:0] res1, res2;
  reg[31:0] memory[0:15];
  assign res1 = memory[src1];
  assign res2 = memory[src2];
  integer i;
  always@(negedge clk, posedge rst) begin
    if(rst) begin
      for(i=0; i<16; i=i+1)
        memory[i] = 32'b0;
    end
    else if(WB_EN) begin
      memory[destWB] <= valueWB;
    end
  end
endmodule
```

==> results.py <==
# Flow results
metrics = {
    "logic_synthesis": {
        "yosysTopAreaCellShare_pct": 46.79,
        "synth_seq_share_pct": 46.79,
        "syn-cell-area_um2": 27390,
        "avgSynthCellArea_um2": 11.30,
        "yosysChipArea_um2": 27390,
        "top_cells_by_area": "dfrtn_1 (47%), mux2_2 (21%), a22oi_1 (4.2%)",
        "synth.distinct_cells": 73,
        "syn_inst": 2423,
        "edf_count": 0,
        "ys.flop_type": "dfrtn_1",
        "yosysWarnings": 8,
        "ys_async_sr_fraction_pct": 100.0,
        "ys_seq_elements": 512,
        "yosysCellCount": 2423,
        "yosys.area.top_type": "dfrtn_1",
    },
    "worst_setup_path": {
        "r2r_cells": 1,
        "rrSetupSlack_ps": 10680,
        "slowest_stage": "a31oi_1",
        "cp.required_ps": 9200,
        "path_cells": "a22o_1 -> a221oi_1 -> and4_1 -> a31oi_1 -> clkdlybuf4s50_1",
        "critPathCaptureType": "output port",
        "critPathMaxFanout": 3,
        "cp-start-kind": "flop",
        "arrival_ps": 8480,
        "critPathKind": "reg -> out",
        "timing.critical_path.buf_inv": 1,
        "r2r-end": "registerFile.memory[14][2]$_DFFE_NP0P_",
        "path_delay_family": "AND-OR/OR-AND gates",
        "r2r_start": "registerFile.memory[14][2]$_DFFE_NP0P_",
        "max_stage_delay_ps": 630,
        "crit_path_start": "registerFile.memory[11][13]$_DFFE_NP0P_",
    },
    "detailed_routing": {
        "wl_mm": 108.6,
        "drc": 0,
        "drtPass1Iterations": 9,
        "wire_per_inst_um": 29.77,
        "vias": 22354,
        "drtAntennaViolNets": 0,
        "viasPerCell": 6.126,
        "dr.first_iter.drc_count": 2513,
    },
    "sta": {
        "worst_pin_slew_ps": 1145,
        "setup_ws_ps": 723.9,
        "drv_slew": 0,
        "report.final.setup_viol": 0,
        "fin_hold_ws_ps": 472.2,
        "grt_setup_unrepaired": "no",
        "hold_viol_final": 0,
        "slew_headroom_pct": 23.36,
        "skew_ps": 0,
        "fin_setup_tns_ps": 0,
    },
    "layout": {
        "top_register": "registerFile.memory",
        "regArea_um2": 12810,
        "final_cell_area_um2": 31740,
        "final_cell_mix": "dfrtn_1 (512), mux2_2 (510), clkdlybuf4s50_1 (170)",
        "largest_reg_flops": 512,
        "combGateArea_um2": 13080,
        "fill_cells": 8696,
        "layout.cells.most_common": "dfrtn_1",
        "syn_to_final_growth_pct": 15.90,
        "layout-drive-gt1-share_pct": 29.57,
        "largestRegisters": "registerFile.memory x512",
    },
    "global_routing": {
        "grt_pass1_wl_mm": 158.4,
        "grt_max_degree": 93,
        "grt_pass1_vias": 22272,
        "antenna_found_initial": 4,
        "grt.overflow.total": 0,
        "grtUsageTotal_pct": 23.91,
    },
    "pwr": {
        "power_leakage_nw": 12.61,
        "p_total_mw": 5.528,
        "ir_drop_mv": 0.1292,
        "powerDensity_nw_per_um2": 174.2,
    },
    "floorplanning": {
        "boundaryPins": 264,
        "die_w_um": 304.1,
        "initial_core_util_pct": 30.38,
        "core_area_um2": 90150,
        "dieArea_um2": 92500,
        "fp.dieH_um": 304.1,
        "fp-row-count": 110,
    },
    "worst_hold_path": {
        "min_to": "registerFile.memory[8][19]$_DFFE_NP0P_",
        "hp-start": "registerFile.memory[8][19]$_DFFE_NP0P_",
        "min_path_cells": 1,
        "hold_path.class": "reg -> reg",
    },
    "clocking": {
        "cts_inserted_buffers": 57,
        "clkTransAtPathRegs_ps": 40,
        "cts.sinks": 512,
        "root_buffer": "clkbuf_16",
        "cts_hold_buffers": 0,
        "clk_latency_ps": 590,
        "post_cts_resized": 0,
        "cts_htree_levels": 2,
        "postCtsSetupRepairBufs": 0,
        "cts_tree": "yes",
        "cts.path.max_buffers": 3,
    },
    "placed_design": {
        "dp_hpwl_mm": 63.04,
        "dp_slack_ps": 794.4,
        "dpl_cell_area_um2": 29950,
        "place_congestion": 0.9194,
        "io_buffers": 174,
    },
    "flow_run": {
        "warnings": 28,
        "max-cap-violations": 0,
    },
    "outcome": {
        "status": "finished, final reports clean",
    },
}
per-layer routing:
| metal | GRT usage [%] | up-vias | wire length (µm) |
|---|---|---|---|
| met5 | 1.137 | - | 187 |
| met4 | 8.948 | 8 | 5113 |
| met3 | 10.96 | 353 | 13840 |
| met2 | 35.46 | 1405 | 48450 |
| met1 | 30.80 | 11347 | 41040 |
| li1 | - | 9241 | - |
final cells by class:
type,instances,area share [%]
clock buffers,83,5.117
well taps,1176,4.636
repair buffers,263,8.003
flip-flops and latches,512,40.37
inverters,12,0.1537
clock inverters,11,0.4888
diodes,4,0.03154
multi-input cells,1588,41.20
stage by stage:
| stage | std cells | util (%) |
|---|---|---|
| finish | 3649 | 35.21 |
| global route | 3646 | 35.20 |
| CTS | 3645 | 35.20 |
| detailed placement | 3551 | 33.22 |
| global placement | 3551 | 33.22 |
| floorplan | 2423 | - |
kinds of logic after synthesis:
| logic type | Yosys count | synth area share (%) |
|---|---|---|
| flip-flops | 512 | 46.79 |
| AND/OR/NAND/NOR | 406 | 7.050 |
| multiplexers | 537 | 22.14 |
| buffers and inverters | 323 | 6.127 |
| adder cells (fa/ha/maj) | 2 | 0.09136 |
| AND-OR/OR-AND | 639 | 17.63 |
| XOR/XNOR | 4 | 0.1782 |
power by group:
part           internal (mW)  switching, mW
clock network           1.05          0.752
logic                  0.603          0.510
registers               2.27          0.345
cell usage after synthesis, types with 11 or more instances:
master,count
a22oi_1,153
dfrtn_1,512
a22o_1,29
nor2b_1,12
nor2_1,162
clkbuf_1,132
buf_1,23
a31oi_1,16
nor3_1,34
or3_1,30
a21oi_1,130
nand2_1,79
buf_2,63
o21ai_0,40
nand2b_1,11
mux2_2,510
a221oi_1,107
a41oi_1,27
a32o_1,11
nand3_1,37
a222oi_1,59
mux2i_1,14
buf_4,84
worst max-delay path by stage:
stage / to / slack, ps / depth (start not counted)
CTS: res2[17] / 780 / 4
global route: res1[13] / 690 / 5
finish: res1[13] / 720 / 5
Power figures rest on the tool's default switching activity, not on a simulated workload.
