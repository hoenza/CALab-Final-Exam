## ./config.mk

```make
export PLATFORM = sky130hd
export DESIGN_NAME = EXEStage
export DESIGN_NICKNAME = EXEStage
export VERILOG_FILES = /design/flow/design.v
export SDC_FILE = /design/flow/constraint.sdc
export NUM_CORES = 4
export LEC_CHECK = 1
export CORE_AREA = 10 10 91 91
export DIE_AREA = 0 0 101 101
```

## ./design.v

```verilog
`timescale 1ns/1ns
module ALU(in1, in2, carry, command, out, status);
  input[31:0] in1, in2;
  input carry;
  input[3:0] command;
  output[31:0] out;
  output[3:0] status;
  wire Z, N, C, V, tc;
  assign status = {N, Z, C, V};
  assign out = (command == 4'b0001) ? in2 : 32'bz;
  assign out = (command == 4'b1001) ? ~in2 : 32'bz;
  assign {tc, out} = (command == 4'b0010) ? in1+in2 : 33'bz;
  assign {tc, out} = (command == 4'b0011) ? in1+in2+carry : 33'bz;
  assign {tc, out} = (command == 4'b0100) ? in1-in2 : 33'bz;
  assign {tc, out} = (command == 4'b0101) ? in1-in2-!carry : 33'bz;
  assign out = (command == 4'b0110) ? in1&in2 : 32'bz;
  assign out = (command == 4'b0111) ? in1|in2 : 32'bz;
  assign out = (command == 4'b1000) ? in1^in2 : 32'bz;
  assign out = (command == 4'b0100) ? in1-in2 : 32'bz;
  assign out = (command == 4'b0110) ? in1&in2 : 32'bz;
  assign out = (command == 4'b0010) ? in1+in2 : 32'bz;
  assign Z = (out == 32'b0) ? 1 : 0;
  assign N = out[31];
  assign V = ((command==4'b0010 || command==4'b0011) && (in1[31] == in2[31] && in1[31] != out[31])) ||
        ((command==4'b0100 || command==4'b0101) && (in1[31]!=in2[31] && in2[31]==out[31]));
  assign C = ((command==4'b0010 || command==4'b0011) || (command==4'b0100 || command==4'b0101)) ? tc : 0;
endmodule
`timescale 1ns/1ns
module EXEStage(rst, clk, S_UpdateSig, carry, EXE_CMD, MEM_R_EN, MEM_W_EN, PC, Val_Rn, Val_Rm, imm, Shift_operand,
 Signed_imm_24, ALU_result, Br_addr, status);
  input rst, clk, carry;
  input[3:0] EXE_CMD;
  input MEM_R_EN, MEM_W_EN;
  input[31:0] PC;
  input[31:0] Val_Rn, Val_Rm;
  input imm, S_UpdateSig;
  input[11:0] Shift_operand;
  input[23:0] Signed_imm_24;
  output[31:0] ALU_result, Br_addr;
  output[3:0] status;
  wire LoS;
  wire[31:0] val2, Extended_Signed_imm_24;
  wire[3:0] ALU_status;
  assign LoS = MEM_R_EN || MEM_W_EN;
  ALU aLU(Val_Rn, val2, carry, EXE_CMD, ALU_result, ALU_status);
  Value2Generator value2Generator(LoS, Val_Rm, imm, Shift_operand, val2);
  assign Extended_Signed_imm_24 = (Signed_imm_24[23]) ? {8'b11111111, Signed_imm_24} : {8'b00000000, Signed_imm_24};
  assign Br_addr = PC + (Extended_Signed_imm_24 << 2);
  StatusRegister statusRegister(rst, clk, S_UpdateSig, ALU_status, status);
endmodule
`timescale 1ns/1ns
module StatusRegister(rst, clk, S, Status_bits, out);
  input rst, clk, S;
  input[3:0] Status_bits;
  output reg[3:0] out;
  always@(posedge rst)
    out <= 4'b0;
  always@(negedge clk) begin
    if(S)
      out <= Status_bits;
  end
endmodule
`timescale 1ns/1ns
module Value2Generator(LoS, Val_Rm, imm, shift_operand, out);
  input LoS, imm;
  input[31:0] Val_Rm;
  input[11:0] shift_operand;
  output[31:0] out;
  wire[31:0] rotated_value;
  RotateImmShift rotateImmShift(shift_operand, rotated_value);
  wire[31:0] immShiftValue;
  ImmediateShift immShift(shift_operand, Val_Rm, immShiftValue);
  assign out = LoS ? {20'b0, shift_operand} : imm ? rotated_value : immShiftValue;
endmodule
module RotateImmShift(in, out);
  input[11:0] in;
  output[31:0] out;
  wire[63:0] tmp;
  assign tmp = {24'b0, in[7:0], 24'b0, in[7:0]} >> (2*in[11:8]);
  assign out = tmp[31:0];
endmodule
module ImmediateShift(shift_operand, Val_Rm, out);
  input[11:0] shift_operand;
  input[31:0] Val_Rm;
  output[31:0] out;
  assign out = (shift_operand[6:5]==2'b00) ? Val_Rm << shift_operand[11:7] :
               (shift_operand[6:5]==2'b01) ? Val_Rm >> shift_operand[11:7] :
               (shift_operand[6:5]==2'b10) ? Val_Rm >>> shift_operand[11:7] :
               (shift_operand[6:5]==2'b11) ? {Val_Rm, Val_Rm} >> shift_operand[11:7] :
               32'b0;
endmodule
```

## ./run.sh

```bash
#!/bin/bash
# OpenROAD 26Q1-2900-gdf79404cd8, Yosys 0.63+post, stock flow scripts
make -C /OpenROAD-flow-scripts/flow DESIGN_CONFIG=/design/flow/config.mk WORK_HOME=/design/flow/orfs finish
```

## ./constraint.sdc

```tcl
current_design EXEStage

set clk_period 12.4
set clk_io_pct 0.2

create_clock -name clk0 -period $clk_period [get_ports {clk}]
create_clock -name clk1 -period $clk_period [get_ports {rst}]

set non_clock_inputs [all_inputs -no_clocks]
set_input_delay [expr $clk_period * $clk_io_pct] -clock clk0 $non_clock_inputs
set_output_delay [expr $clk_period * $clk_io_pct] -clock clk0 [all_outputs]
```

==> run notes <==
Notes on the physical design

The main area contributors are sky130_fd_sc_hd__buf_4, sky130_fd_sc_hd__ha_1, sky130_fd_sc_hd__xnor2_1, sky130_fd_sc_hd__a21oi_1, sky130_fd_sc_hd__xor2_1. Yosys reports a chip area of 2180 µm². Summed over all instances, the cell type with the most area after synthesis is sky130_fd_sc_hd__buf_4.

The run stopped with a tool error. The tool reported: "ERROR: Found 33 problems in 'check -assert'". The share of synthesized area in the top cell type comes to 0.261. The number of warnings issued by yosys is 13. The unique cell type count in the Yosys netlist is 51. The stage where the flow stopped is synthesis.

Of the synthesized area, sequential elements account for 0. In the Yosys report the total cell count is 301.
==> cell families after synthesis <==
| kind of cell | count (synthesis) | synth area share |
|---|---|---|
| AND/OR/NAND/NOR | 71 | 0.167 |
| adder cells (fa/ha/maj) | 30 | 0.175 |
| buffers and inverters | 85 | 0.284 |
| other | 1 | 0.00172 |
| XOR/XNOR | 28 | 0.112 |
| AND-OR/OR-AND | 86 | 0.260 |
==> cell usage after synthesis, drive strengths merged, types with 2 or more instances <==
library cell and count:
a211oi 3, inv 4, ha 29, and4 2, buf 77, nand3 6
o31ai 3, a32oi 2, nor2b 3, nor3 5, o21a 4, a21oi 26
xnor2 15, nor4 2, and3 4, nand4 6, a31oi 3, nand2 23
nand2b 2, o21ai 18, a21o 11, nor2 15, o21bai 4, clkbuf 4
a21boi 2, xor2 13
